**design.v**
```verilog
`timescale 1ns / 1ps
module control_alarma(
input [7:0] en_sav_swr,
input [7:0] dataWr,
input [7:0] dataRd,
input [7:0] en_rd,
input reset,
input clk,
input en,
output reg alarma,
output reg [7:0] data_vga
    );
reg [7:0]seg_timerW;
reg [7:0]min_timerW;
reg [7:0]hour_timerW;
reg [7:0]seg_timerR;
reg [7:0]min_timerR;
reg [7:0]hour_timerR;
always@(posedge clk) begin
if(reset) begin seg_timer <=0; min_timer<=0; hour_timer <=0;end
else if(en_sav_swr==8'h43) begin hour_timerW<=dataWr;end
else if(en_sav_swr==8'h42) begin min_timerW<=dataWr;end
else if(en_sav_swr==8'h41) begin seg_timerW<=dataWr;end
else begin seg_timerW <=seg_timerW; min_timerW <=min_timerW; hour_timerW <=hour_timerW;end
end
always@(posedge clk)begin
if(reset) begin seg_timer <=0; min_timer<=0; hour_timer <=0;end
else if(en_rd==8'h43) begin hour_timerR<=dataRr;end
else if(en_rd==8'h42) begin min_timerR<=dataRr;end
else if(en_rd==8'h41) begin seg_timerR<=dataRr;end
else begin seg_timerR <=seg_timerR; min_timerR <=min_timerR; hour_timerR <=hour_timerR;end
end
always@(posedge clk)begin
	if(en)
	case(en_rd) 
		8'h43: data_vga = hour_timerR - hour_timerW;
		8'h42: data_vga= min_timerR - min_timerW;
		8'h41: data_vga= seg_timerR- seg_timerW;
		default: data_vga<= dataRd;
		endcase
end
endmodule
```
**run.sh**
```bash
#!/bin/bash
# OpenROAD 26Q1-2900-gdf79404cd8, Yosys 0.63+post, stock flow scripts
make -C /OpenROAD-flow-scripts/flow DESIGN_CONFIG=/design/flow/config.mk WORK_HOME=/design/flow/orfs finish
```
**config.mk**
```make
export PLATFORM = sky130hd
export DESIGN_NAME = control_alarma
export DESIGN_NICKNAME = control_alarma
export VERILOG_FILES = /design/flow/design.v
export SDC_FILE = /design/flow/constraint.sdc
export NUM_CORES = 4
export LEC_CHECK = 1
export CORE_AREA = 10 10 108 108
export DIE_AREA = 0 0 118 118
```
**constraint.sdc**
```tcl
current_design control_alarma

set clk_period 4.1
set clk_io_pct 0.2

create_clock -name clk0 -period $clk_period [get_ports {clk}]

set non_clock_inputs [all_inputs -no_clocks]
set_input_delay [expr $clk_period * $clk_io_pct] -clock clk0 $non_clock_inputs
set_output_delay [expr $clk_period * $clk_io_pct] -clock clk0 [all_outputs]
```
==> impl_metrics.toml <==
# synthesis and place-and-route metrics
[flow_run]
max-cap-violations = 0
tool_warnings = 26

[clock_tree]
numCtsBuffers = 5
root_buffer = "clkbuf_8"
clkSlewWorstSetupHoldPaths_ns = 0.06
cts_hold_buf = 0
htree_num_levels = 2
cts_tree = "done"
insertion_delay_ns = 0.28
clock_sinks = 29
postCtsSetupRepairBufs = 0
postCtsResizedCells = 0
ctsLongestPathBuffers = 2

[detailed_routing]
viasPerCell = 3.45
wire_per_inst_um = 12.4
firstDrtPassIters = 4
ant_nets = 0
drtIter0Drc = 24
drc = 0
vias = 924
num_antenna_cells = 0
drt_wl_total_um = 3330

[final_timing]
min_period_ns = 2.42
fmax_mhz = 413
max_slew_margin_pct = 50.8
hold_viol_final = 0
fin_crit_sh_pct = 59.0
rsz0062_at_grt = "no"
max_slew.worst_pin.slew_ns = 0.737
final_max_slew_viol_count = 0
finClkSkew_ns = 0.00176
tns_ns = 0
setup_viol = 0

[worst_setup_path]
cp-start-kind = "input port"
rrSetupSlack_ns = 3.10
crit_type = "in2reg"
cp.required_ns = 4.01
crit_arrival_ns = 2.33
path_max_fanout = 7
end_kind = "flop"

[finish]
drive_above_1_share_pct = 8.63
fillCellCount = 1025
areaGrowthSynthToFinish_pct = 51.4
fin_area_mm2 = 0.00196

[global_routing]
grt_start_max_net_pins = 16
grt_pass1_wl_um = 5260
grt_pass1_vias = 1016
grt_antenna_before_repair = 0
grt_overflow = 0
globalRouteTotalUtil_pct = 4.78

[run_status]
status = "complete, no violations"

[synthesis]
ys.flop_type = "edfxtp_1"
top_area_cell = "edfxtp_1"
yosys-top-cells-area = "edfxtp_1 67%, nand3_1 5.8%, mux2i_1 5.4%, a32oi_1 4.7%, nor3b_1 4.6%"
yosys_warnings = 13
synthDistinctLibCells = 19
yosys_area_mm2 = 0.00130
ys_cells = 94
numSynthFlops = 29
edf_count = 29
yosysTopAreaCellShare_pct = 67.2
synth_area_mm2 = 0.00130
synth.most_common_cell = "edfxtp_1"
async_flop_share_pct = 0
synth_cells = 94
common_cells = "29 x edfxtp_1, 15 x nand3_1, 8 x nor3b_1"
synth_area_per_cell_um2 = 13.8
postSynthSeqShare_pct = 67.2

[floorplan]
rows = 35
core_area_mm2 = 0.00928
initCoreUtil_pct = 14.0
ioPinCount = 44
die_w_um = 118
chip_area_mm2 = 0.0139
die_h_um = 118

[min_path]
hp-class = "reg2reg"

[power]
p_per_area_mw_per_mm2 = 354
p_leak_nw = 0.611
peakVddDrop_v = 0.000125

[place]
gp_congestion = 0.774
port_buffers = 41
dp_hpwl_um = 2590
dpl_cell_area_mm2 = 0.00185
==> metrics by stage <==
step           worst slack, ns  total power, W  hold WS (ns)  util, %  cells
2_1_floorplan             1.94        0.000361         0.649        -     94
3_3_place_gp              1.42        0.000410         0.697     19.9    260
3_5_place_dp              1.42        0.000412         0.694     19.9    260
4_1_cts                   1.72        0.000700         0.713     21.1    268
5_1_grt                   1.62        0.000725         0.755     21.1    268
6_report                  1.68        0.000695         0.703     21.1    268
==> cells in the final DEF (no fill, tap or decap), types with 2 or more instances in the layout <==
master,count
o21ai_1,7
edfxtp_1,29
buf_4,2
nand3_1,15
a32oi_1,7
clkdlybuf4s50_1,41
inv_1,2
mux2i_1,7
nor3_1,2
nor2_1,4
clkbuf_8,5
nor3b_1,8
==> critical path, stage by stage <==
cell,delay [ns]
clkdlybuf4s50_1,0.40
nor4b_1,0.41
nand3_1,0.15
nor2_1,0.56
==> routing by layer <==
metal | GRT usage (%) | wire length (µm) | up-vias
met4 | 0.541 | 29 | 0
met2 | 6.64 | 1330 | 53
met1 | 5.89 | 1500 | 408
met3 | 3.74 | 472 | 5
met5 | 0 | 0 | -
li1 | - | - | 458
==> worst paths after layout <==
kind	startpoint	cells after the start	endpoint
max	en_sav_swr[4]	4	hour_timerW[6]
min	hour_timerW[6]	3	data_vga[6]
max reg2reg	min_timerW[4]	3	data_vga[4]
min reg2reg	hour_timerW[6]	3	data_vga[6]
==> cell families after synthesis <==
family | count (synthesis) | share of synthesized area (%)
AND/OR/NAND/NOR | 34 | 15.7
flip-flops | 29 | 67.2
AND-OR/OR-AND | 15 | 8.40
buffers and inverters | 8 | 2.99
multiplexers | 7 | 5.41
other | 1 | 0.289
==> cell type report <==
type                       instances  area [µm²]  area share [%]
timing repair buffer              43         425            21.7
sequential                        29         871            44.4
multi-input combinational         57         387            19.7
tap                              129         161            8.23
inverter                           2        7.51           0.383
clock inverter                     3        41.3            2.10
clock buffer                       5        68.8            3.51
==> report_power, final <==
part           switching [W]   total, W  internal (W)
registers         0.00000125   0.000334      0.000333
clock network       0.000111   0.000290      0.000179
logic              0.0000257  0.0000710     0.0000453
==> flip-flops by register name, indices dropped and copies added (netlist names) <==
signal / cells
hour_timerW: 7
min_timerW: 7
data_vga: 8
seg_timerW: 7
Power figures rest on the tool's default switching activity, not on a simulated workload.
