--- design/flow/config.mk ---
export PLATFORM = sky130hd
export DESIGN_NAME = Data_Register
export DESIGN_NICKNAME = Data_Register
export VERILOG_FILES = /design/flow/design.v
export SDC_FILE = /design/flow/constraint.sdc
export NUM_CORES = 4
export LEC_CHECK = 1
export CORE_UTILIZATION = 30
--- design/flow/constraint.sdc ---
current_design Data_Register

set clk_period 1.1
set clk_io_pct 0.2

create_clock -name clk0 -period $clk_period [get_ports {clk}]

set non_clock_inputs [all_inputs -no_clocks]
set_input_delay [expr $clk_period * $clk_io_pct] -clock clk0 $non_clock_inputs
set_output_delay [expr $clk_period * $clk_io_pct] -clock clk0 [all_outputs]
--- design/flow/design.v ---
`timescale 1ns / 1ps
module Data_Register(
	 input wire clk,
	 input wire reset,
	 input wire [8:0] en,
    input wire [7:0] data_in,
    output wire [71:0] data_out
    );
wire [7:0] data_out_date_day;
reg_data date_day_reg (
    .data_in(data_in), 
    .clk(clk), 
    .en(en[0]), 
    .reset(reset), 
    .data_out(data_out_date_day)
    );
wire [7:0] data_out_date_month;
reg_data date_month_reg (
    .data_in(data_in), 
    .clk(clk), 
    .en(en[1]), 
    .reset(reset), 
    .data_out(data_out_date_month)
    );
wire [7:0] data_out_date_year;
reg_data date_year_reg (
    .data_in(data_in), 
    .clk(clk), 
    .en(en[2]), 
    .reset(reset), 
    .data_out(data_out_date_year)
    );
wire [7:0] data_out_hour_hour;
reg_data hour_hour_reg (
    .data_in(data_in), 
    .clk(clk), 
    .en(en[3]), 
    .reset(reset), 
    .data_out(data_out_hour_hour)
    );
wire [7:0] data_out_hour_min;
reg_data hour_min_reg (
    .data_in(data_in), 
    .clk(clk), 
    .en(en[4]), 
    .reset(reset), 
    .data_out(data_out_hour_min)
    );
wire [7:0] data_out_hour_sec;
reg_data hour_sec_reg (
    .data_in(data_in), 
    .clk(clk), 
    .en(en[5]), 
    .reset(reset), 
    .data_out(data_out_hour_sec)
    );
wire [7:0] data_out_cron_hour;
reg_data cron_hour_reg (
    .data_in(data_in), 
    .clk(clk), 
    .en(en[6]), 
    .reset(reset), 
    .data_out(data_out_cron_hour)
    );
wire [7:0] data_out_cron_min;
reg_data cron_min_reg (
    .data_in(data_in), 
    .clk(clk), 
    .en(en[7]), 
    .reset(reset), 
    .data_out(data_out_cron_min)
    );
wire [7:0] data_out_cron_sec;
reg_data cron_sec_reg (
    .data_in(data_in), 
    .clk(clk), 
    .en(en[8]), 
    .reset(reset), 
    .data_out(data_out_cron_sec)
    );
assign data_out[7:0] = data_out_date_day;
assign data_out[15:8] = data_out_date_month;
assign data_out[23:16] = data_out_date_year;
assign data_out[31:24] = data_out_hour_hour;
assign data_out[39:32] = data_out_hour_min;
assign data_out[47:40] = data_out_hour_sec;
assign data_out[55:48] = data_out_cron_hour;
assign data_out[63:56] = data_out_cron_min;
assign data_out[71:64] = data_out_cron_sec;
endmodule
`timescale 1ns / 1ps
module reg_data(
    input wire [7:0] data_in,
    input wire clk,
	 input wire en,
    input wire reset,
    output wire [7:0] data_out
    );
reg [7:0] data_next;
always @(posedge clk or posedge reset)
	begin
		if (reset) data_next <= 8'b0;
		else if (en) data_next <= data_in;
		else data_next <= data_next;
	end
assign data_out = data_next;
endmodule
--- design/flow/run.sh ---
#!/bin/bash
# OpenROAD 26Q1-2900-gdf79404cd8, Yosys 0.63+post, stock flow scripts
make -C /OpenROAD-flow-scripts/flow DESIGN_CONFIG=/design/flow/config.mk WORK_HOME=/design/flow/orfs finish
==> run_results.csv <==
group,metric,value,unit
power_and_ir_drop,clkPwrFrac,29.2,%
synth,synth_xor_xnor_area_share,0,%
synth,syn_area_per_cell,19.4,um2
global_routing,grt_max_degree,36,
routing,wl_per_cell,15.2,um
power_and_ir_drop,power_frac_comb,20.7,%
synth,postSynthSeqShare,60.3,%
floorplan,dieArea,10400,um2
timing,rsz0062_at_grt,"yes",
timing,maxSlewHeadroom,87.0,%
synth,synth_flops,72,
synth,ys_sh_aoi,0,%
hold_path,hp-class,"in2async",
placed_design,hpwl,4490,um
routing,antenna_left,0,
timing,fin_setup_tns,0,ns
global_routing,grt_overflow,0,
power_and_ir_drop,cellInternalPower,4.72,mW
synth,synthCells,154,
cts,root_buffer,"clkbuf_8",
setup_path,cp_top_family,"flip-flops",
power_and_ir_drop,peakVddDrop,610,uV
setup_path,startpoint_type,"register",
placed_design,portBuffers,90,
power_and_ir_drop,pwr-share-seq,50.1,%
finish,final_util,45.2,%
setup_path,path_cells,"buf_2",
timing,fmax,0.945,GHz
floorplan,placementRows,36,
global_routing,grt_pass1_vias,1735,
synth,ys_chip_area,2990,um2
setup_path,cp_slowest_cell,"dfrtp_1",
timing,whs,0.140,ns
placed_design,gp_congestion,0.718,
synth,synth_cell_types,4,
cts,clock_path_buffers,2,
cts,postCtsHoldBufs,0,
cts,cts_buffers,9,
floorplan,die_y,102,um
cts,cts_tree,"yes",
routing,vias,1797,
setup_path,endpoint_kind,"output port",
power_and_ir_drop,netSwitchingFraction,22.4,%
power_and_ir_drop,p_leak,2.25,nW
cts,insertion_delay,0.33,ns
routing,drc,0,
synth,netlist_area,2990,um2
timing,fin_crit,1.06,ns
finish,area_delta_synth_final,47.0,%
routing,num_antenna_cells,0,
setup_path,crit_fanout,2,
timing,hold_viol,0,
setup_path,cp_slowest_stage_delay,0.40,ns
floorplan,pin_count,91,
setup_path,worst_ep_arrival_time,0.84,ns
routing,wl,6810,um
routing,drt_iter0_markers,31,
run_status,status,"finished, final reports clean",
setup_path,path_buffers,1,
timing,drv_slew,0,
synth,ys.warnings.count,1,
synth,ys_sh_mux,36.2,%
cts,path_clk_slew,0.07,ns
global_routing,grt_pass1_wl,10300,um
routing,viasPerCell,4.00,
timing,tightest_slew,0.195,ns
cts,htreeDepth,3,
finish,drive_above_1_share,71.2,%
timing,fin_skew,0,ns
global_routing,antenna_found_initial,0,
run,warnings,26,
floorplan,die_w,102,um
global_routing,grt_usage,14.0,%
cts,cts_num_sinks,72,
synth,synthTopLogicFamily,"multiplexers",
setup_path,path_class,"reg2out",
finish,layout_top_cells,"mux2_4, dfrtp_1, buf_2, buf_4, clkdlybuf4s50_1",
floorplan,core_area,9730,um2
setup_path,critPathRequiredTime,0.88,ns
synth,yosysCellCount,154,
timing,finalSetupViolations,0,
floorplan,initial_core_util,30.7,%
power_and_ir_drop,power_density,1380,nW/um2
run,cap_viol_max_count,0,
synth,synth_adder_area_share,0,%
synth,simple_gate_share,0,%
timing,fin_crit_sh,96.2,%
routing,drtPass1Iterations,4,
power_and_ir_drop,p_switching,1.36,mW
==> synth_stat cells (all sizes together) <==
master | instances | area share, %
buf | 9 | 3.4
inv | 1 | 0.13
dfrtp | 72 | 60
mux2 | 72 | 36
==> per-stage QoR <==
step	cell area, um2	std cells	setup slack, ns	total power, mW
floorplan	2990	154	0.0820	3.57
global placement	4260	391	-0.216	4.40
detailed placement	4260	391	-0.206	4.40
CTS	4350	443	0.0143	6.17
global route	4390	449	-0.0182	6.44
finish	4390	449	0.0413	6.08
==> power groups by stage <==
stage         Combinational [mW]  Sequential [mW]  Clock (mW)
global route                1.36             3.08        2.00
CTS                         1.25             3.05        1.87
finish                      1.26             3.05        1.78
==> flip-flops by register name, indices dropped and copies added (netlist names) <==
register	flops
cron_sec_reg.data_next	8
hour_hour_reg.data_next	8
date_day_reg.data_next	8
hour_sec_reg.data_next	8
date_year_reg.data_next	8
cron_hour_reg.data_next	8
date_month_reg.data_next	8
hour_min_reg.data_next	8
cron_min_reg.data_next	8
==> timing repair <==
action | CTS | global route
endpoints found under the hold margin | 0 | 0
resized | 217 | 0
setup endpoints to repair | 72 | 26
pin swaps | 0 | 0
setup buffers | 39 | 6
==> cells by family after synthesis <==
kind of cell  after synthesis
mux                        72
buf+inv                    10
flops                      72
==> worst register-to-register path: cells and delay by family (launching register included) <==
family	cells	cell delay (ns)
buf+inv	2	0.25
flops	1	0.39
mux	1	0.26
==> per-layer routing <==
layer  share of wire [%]  global-route usage, %
met5                   0                      0
met4                0.90                   1.23
met3                 6.1                   3.78
met2                  44                   19.8
met1                  49                   23.1
==> cell type report <==
type | instances | area, um2
fill | 910 | 5340
inverter | 1 | 7.51
clock buffer | 12 | 155
sequential | 72 | 1800
multi-input combinational | 72 | 1080
clock inverter | 1 | 5.00
tap | 133 | 166
timing repair buffer | 158 | 1180
==> path summary, 6_finish.rpt <==
check | start | endpoint | slack, ns | cells after the start
setup / recovery | cron_hour_reg.data_next[6] | data_out[54] | 0.04 | 1
hold / removal | reset | date_month_reg.data_next[4] | 0.14 | 2
setup reg to reg | hour_min_reg.data_next[6] | hour_min_reg.data_next[6] | 0.09 | 3
hold reg to reg | date_year_reg.data_next[7] | date_year_reg.data_next[7] | 0.51 | 1
max in group asynchronous | reset | cron_hour_reg.data_next[6] | 0.56 | 3
min in group clk0 | date_year_reg.data_next[7] | date_year_reg.data_next[7] | 0.51 | 1
Power is estimated from default activity; no workload was simulated.
